<file path="flow/design.v">
`timescale 1ns / 1ps
module pwm_enhanced
#(
    parameter int R = 8
)
(
    input clk,
    input rst,
    input [31:0] dvsr,
    input [R:0] duty,
    output pwm_out
    );
logic [31:0] q_reg;
logic [31:0] q_next;
logic tick;
logic [R-1:0] d_reg;
logic [R-1:0] d_next;
logic [R:0] d_ext;
logic pwm_reg;
logic pwm_next;
always_ff @(posedge clk, posedge rst) begin
  if (rst) begin
     q_reg <= '0;
     d_reg <= '0;
     pwm_reg <= '0;
  end else begin
     q_reg <= q_next;
     d_reg <= d_next;
     pwm_reg <= pwm_next;
  end
end
assign q_next = (q_reg == dvsr) ? 0 : q_reg + 1;
assign tick = (q_reg == 0) ? 1'b1 : 1'b0;
assign d_next = (tick == 1'b1) ? d_reg + 1 : d_reg;
assign d_ext = {1'b0, d_reg};
assign pwm_next = (d_ext < duty) ? 1'b1 : 1'b0;
assign pwm_out = pwm_reg;
endmodule
module pwm_rgb 
# (
    parameter R = 8,
    parameter grad_thresh = 2_500_000, 
    parameter [31:0] dvsr = 4882  
)
(
    input logic clk,
    input logic rst,
    input logic [31:0] delay,
    output logic rainbow_out
);
typedef enum  { offset, rise, high, fall, low} state;
state currstate;
logic [R:0] duty;
logic [R:0] duty_reg;
logic gradient_pulse;
logic [31:0] counter;
logic [31:0] hold_counter;
logic [31:0] delay_counter;
localparam [31:0] grad_thresh_2x = 2*grad_thresh;
pwm_enhanced
#(
    .R(R)
)
pwm_enhanced_i
(
    .clk(clk),
    .rst(rst),
    .dvsr(dvsr),
    .duty(duty),
    .pwm_out(rainbow_out)
);
always_ff @( posedge clk, posedge rst) begin
    if (rst) begin
        duty_reg <= 0;
        currstate <= offset;
        counter <= 0;
        hold_counter <= 0;
        delay_counter <= 0;
    end
    else begin
        if(currstate == offset) begin
            if (counter < grad_thresh) begin
                counter <= counter + 1;
                gradient_pulse <= 0;
            end
            else begin
                counter <= 0;
                gradient_pulse <= 1;
            end
            if (gradient_pulse == 1) begin
                hold_counter <= hold_counter + 1;
            end
            if (hold_counter == 256) begin
                hold_counter <= 0;
                delay_counter <= delay_counter + 1;
            end
            if (delay_counter == delay) begin
                currstate <= rise;
                delay_counter <= 0;
                hold_counter <= 0;
                counter <= 0;
            end
        end
        else if (currstate == rise) begin
            if (counter < grad_thresh) begin
                counter <= counter + 1;
                gradient_pulse <= 0;
            end
            else begin
                counter <= 0;
                gradient_pulse <= 1;
            end
            if (gradient_pulse == 1) begin
                duty_reg <= duty_reg + 1;
            end
            if (duty_reg == (2**R)) begin
                currstate <= high;
                counter <= 0;
            end
        end
        else if (currstate == high) begin
            if (counter < grad_thresh_2x) begin
                counter <= counter + 1;
                gradient_pulse <= 0;
            end
            else begin
                counter <= 0;
                gradient_pulse <= 1;
            end
            if (gradient_pulse == 1) begin
                hold_counter <= hold_counter + 1;
            end
            if (hold_counter == (2**R)) begin
                currstate <= fall;
                hold_counter <= 0;
                counter <= 0;
            end
        end
        else if (currstate == fall) begin
            if (counter < grad_thresh) begin
                counter <= counter + 1;
                gradient_pulse <= 0;
            end
            else begin
                counter <= 0;
                gradient_pulse <= 1;
            end
            if (gradient_pulse == 1) begin
                duty_reg <= duty_reg - 1;
            end
            if (duty_reg == 0) begin
                currstate <= low;
                counter <= 0;
            end
        end
        else if (currstate == low) begin
            if (counter < grad_thresh_2x) begin
                counter <= counter + 1;
                gradient_pulse <= 0;
            end
            else begin
                counter <= 0;
                gradient_pulse <= 1;
            end
            if (gradient_pulse == 1) begin
                hold_counter <= hold_counter + 1;
            end
            if (hold_counter == 256) begin
                currstate <= rise;
                hold_counter <= 0;
                counter <= 0;
            end
        end
        else begin
            currstate <= offset; 
        end
    end
end
assign duty = duty_reg;
endmodule
module rainbow_pwm 
#(
    parameter R = 8,
    parameter grad_thresh = 1_000_000,
    parameter [31:0] dvsr = 488
)
(
    input logic clk,
    input logic rst,
    output logic pwm_r_out,
    output logic pwm_g_out,
    output logic pwm_b_out
);
pwm_rgb
#(
    .R(R),
    .grad_thresh(grad_thresh),
    .dvsr(dvsr)
)
red
(
    .clk(clk),
    .rst(rst),
    .delay(4),
    .rainbow_out(pwm_r_out)
);
pwm_rgb
#(
    .R(R),
    .grad_thresh(grad_thresh),
    .dvsr(dvsr)
)
green
(
    .clk(clk),
    .rst(rst),
    .delay(0),
    .rainbow_out(pwm_g_out)
);
pwm_rgb
#(
    .R(R),
    .grad_thresh(grad_thresh),
    .dvsr(dvsr)
)
blue
(
    .clk(clk),
    .rst(rst),
    .delay(2),
    .rainbow_out(pwm_b_out)
);
endmodule
</file>
<file path="flow/config.mk">
export PLATFORM = sky130hd
export DESIGN_NAME = rainbow_pwm
export DESIGN_NICKNAME = rainbow_pwm
export VERILOG_FILES = /design/flow/design.v
export SDC_FILE = /design/flow/constraint.sdc
export NUM_CORES = 4
export LEC_CHECK = 1
export CORE_UTILIZATION = 30
</file>
<file path="flow/run.sh">
#!/bin/bash
# OpenROAD 26Q1-2900-gdf79404cd8, Yosys 0.63+post, stock flow scripts
make -C /OpenROAD-flow-scripts/flow DESIGN_CONFIG=/design/flow/config.mk WORK_HOME=/design/flow/orfs finish
</file>
<file path="flow/constraint.sdc">
current_design rainbow_pwm

set clk_period 4.6
set clk_io_pct 0.2

create_clock -name clk0 -period $clk_period [get_ports {clk}]

set non_clock_inputs [all_inputs -no_clocks]
set_input_delay [expr $clk_period * $clk_io_pct] -clock clk0 $non_clock_inputs
set_output_delay [expr $clk_period * $clk_io_pct] -clock clk0 [all_outputs]
</file>
==> out/results.tsv <==
metric	value	unit
run status	finished, final reports clean	
wire length of the first global-routing pass	75.3	mm
DR pass1 iterations	5	
gp weighted congestion	0.820	
Worst Path Arrival	3.52	ns
I/O Buffers	4	
Die Span X	280	um
fraction of layout cells with a size suffix above 1	5.39	%
remaining global-route overflow	0	
cell area after layout	26200	um2
DR vias	16200	
biggest area consumer among synthesized cells	sky130_fd_sc_hd__dfrtp_1	
critical path type	reg2reg	
final-report max-slew violation count	0	
RR Endpoint	green.counter[22]	
count of flip-flops with a built-in enable after synthesis	3	
Top-area cell share	48.6	%
CTS root buf	sky130_fd_sc_hd__clkbuf_16	
class of the most critical hold timing path	reg2reg	
Crit Reg-Reg Startpoint	green.hold_counter[0]	
Clock Tree Buf Depth	3	
Worst-Margin Slew	1.01	ns
yosys warns	2	
source-to-sink clock delay at the later pin of the worst-skew pair	0.58	ns
Layout Skew	0.0182	ns
# Cells Yosys	2383	
total of hold buffers inserted after clock tree synthesis	0	
cycle use final	66.6	%
startpoint type of the worst setup path	register	
total routed wirelength	42.5	mm
setup repair bufs after CTS	0	
Total Neg Setup Slack	0	ns
RSZ-0062 raised after global routing	false	
async set or reset register ratio after synthesis	99.3	%
most area-consuming cells after synthesis	sky130_fd_sc_hd__dfrtp_1 (49%), sky130_fd_sc_hd__xnor2_1 (7.7%), sky130_fd_sc_hd__xor2_1 (6.5%)	
H-tree depth	2	
summed instance area of the synthesized netlist	23200	um2
DR WL/cell	12.2	um
Layout Utilization	34.4	%
total number of placement rows	101	
drt initial violations	885	
die height	280	um
power density normalized to cell area	314	nW/um2
endpoint with the worst hold slack	green.pwm_enhanced_i.q_reg[31]	
data required time at the worst endpoint	5.06	ns
maximum fanout encountered on the critical timing path	17	
antenna diode count	0	
logic depth of the worst register-to-register path	11	
Leak Pwr	0.0117	uW
area inside the core boundary	76200	um2
number of logged tool warnings	39	
floorplan core density	30.4	%
DRC violation count after routing	0	
total CTS buffers	50	
element type at the critical path end	register	
Setup-failing EPs final	0	
most used flip-flop cell	sky130_fd_sc_hd__dfrtp_1	
detail-routed via count per cell	4.67	
Yosys Chip Area	23200	um2
Cells on Worst Hold Path	1	
vias in the first global route	15600	
synthesis-to-finish area growth	13.1	%
Hold Startpoint	green.pwm_enhanced_i.q_reg[31]	
IR drop worst, VDD	203	uV
antenna violations before repair	0	
largest net degree at the start of global routing	129	
number of instances in the synthesized netlist	2383	
post-layout minimum cycle time	3.06	ns
max-cap violations	0	
Total GRT Usage	11.5	%
Distinct cells, synth	68	
mean area per synthesized cell	9.73	um2
I/O pin count	5	
CTS sink cnt	456	
maximum clock frequency	0.327	GHz
chip area	78400	um2
clock transition at the registers of the reported paths	0.06	ns
cells resized by post-CTS repair	0	
number of nets still failing antenna checks after routing	0	
FF+latch count, synth	456	
number of filler instances in the final layout	7549	
headroom to the max-slew limit	32.4	%
hold violation total from the final report	0	
HPWL after detailed placement	27.4	mm
placement-stage cell area	24500	um2
worst reg-to-reg setup slack	1.54	ns
share of the yosys chip area belonging to registers	49.3	%
TritonCTS clock tree	done	
-- worst max path at each step --
stage                 cells past startpoint                end                    from  slack [ns]
after CTS                                11  green.counter[19]   green.hold_counter[0]        1.47
after global routing                     10  green.counter[18]  green.delay_counter[0]        1.21
final                                    11  green.counter[22]   green.hold_counter[0]        1.54
-- synth_stat cells, drive strengths merged, types with 3 or more instances --
cell	instances
dfrtp	450
nor2	325
nand2	208
xnor2	204
xor2	172
nand3	147
nand4	98
inv	97
and3	82
nor4	72
o21ai	69
ha	66
nor3	63
a21oi	49
clkbuf	34
or3	25
and4	22
a21o	20
buf	16
nor4b	13
and2	11
nor2b	11
or4	11
nand2b	9
o31ai	9
or2	9
mux2	8
mux2i	7
o211ai	6
o22ai	6
a22o	5
o21a	5
a31o	4
nand3b	4
o31a	4
a211oi	3
a32o	3
dfstp	3
edfxtp	3
fa	3
o21bai	3
o41ai	3
-- placed cells by master, fill, tap and decap left out, types with 22 or more instances in the layout --
master,instances
sky130_fd_sc_hd__dfrtp_1,450
sky130_fd_sc_hd__nor2_1,324
sky130_fd_sc_hd__nand2_1,208
sky130_fd_sc_hd__xnor2_1,204
sky130_fd_sc_hd__xor2_1,172
sky130_fd_sc_hd__nand3_1,147
sky130_fd_sc_hd__nand4_1,98
sky130_fd_sc_hd__inv_1,96
sky130_fd_sc_hd__and3_1,82
sky130_fd_sc_hd__nor4_1,70
sky130_fd_sc_hd__ha_1,66
sky130_fd_sc_hd__o21ai_0,65
sky130_fd_sc_hd__nor3_1,59
sky130_fd_sc_hd__clkbuf_16,51
sky130_fd_sc_hd__a21oi_1,49
sky130_fd_sc_hd__or3_1,25
sky130_fd_sc_hd__and4_1,22
-- kinds of logic after synthesis --
group / Yosys count / synth area share, %
AND-OR/OR-AND: 205 / 5.59
XOR/XNOR: 376 / 14.2
AND/OR/NAND/NOR: 1115 / 23.9
buffers and inverters: 147 / 2.48
adder cells (fa/ha/maj): 69 / 3.82
flip-flops: 456 / 49.3
multiplexers: 15 / 0.691
-- power by group --
group	total, uW	switching, uW	leakage (uW)	internal [uW]
combinational	85.9	78.2	0.00459	7.71
clock	4130	1600	0.000837	2530
sequential	4020	0	0.00630	4020
total	8230	1680	0.0117	6550
-- worst max-delay path, stage by stage (launching register included) --
cell	delay, ns
sky130_fd_sc_hd__dfrtp_1	0.43
sky130_fd_sc_hd__inv_1	0.10
sky130_fd_sc_hd__ha_1	0.14
sky130_fd_sc_hd__nor4b_1	0.30
sky130_fd_sc_hd__nand4_1	0.16
sky130_fd_sc_hd__nor2_1	0.14
sky130_fd_sc_hd__buf_4	0.20
sky130_fd_sc_hd__and4b_1	0.20
sky130_fd_sc_hd__a31o_2	0.25
sky130_fd_sc_hd__nor2_1	0.59
sky130_fd_sc_hd__buf_4	0.35
sky130_fd_sc_hd__nor2_1	0.08
-- routing by layer --
layer / track usage [%] / vias up / wire length (um)
met4: 2.19 / 0 / 880
met2: 16.8 / 119 / 18400
met5: 0 / - / 0
li1: - / 8332 / -
met1: 18.6 / 7707 / 22100
met3: 1.63 / 64 / 1130
-- metrics by stage --
step	total power [uW]	std cells	hold slack [ns]	setup slack, ns
after CTS	8400	3477	0.476	1.47
after global routing	8550	3477	0.494	1.21
after floorplan	4150	2383	0.443	-2.44
final	8230	3477	0.472	1.54
after detailed placement	4180	3388	0.467	1.50
after global placement	4180	3388	0.467	1.51
-- final cells by class --
| class | instances | area, um2 | share of cell area (%) |
|---|---|---|---|
| clock buffers | 76 | 1510 | 5.76 |
| clock inverters | 13 | 199 | 0.759 |
| inverters | 97 | 368 | 1.40 |
| multi-input cells | 1780 | 11200 | 42.7 |
| flip-flops and latches | 456 | 11400 | 43.6 |
| well taps | 1030 | 1290 | 4.91 |
| repair buffers | 25 | 235 | 0.897 |
Power figures rest on the tool's default switching activity, not on a simulated workload.
