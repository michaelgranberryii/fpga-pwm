==> flow/design.v <==
`timescale 1ns / 1ps
module linear_pwm 
#(
    parameter resolution = 8,
    parameter grad_thresh = 2_500_000,
    parameter [31:0] dvsr = 4882  
)
(
    input logic clk,
    input logic rst,
    output logic pwm_linear_out
);
logic [resolution:0] duty;
logic [22:0] counter;
logic gradient_pulse;
logic [resolution:0] duty_reg;
pwm_enhanced
#(
    .R(resolution)
)
pwm_enhanced_i
(
    .clk(clk),
    .rst(rst),
    .dvsr(dvsr),
    .duty(duty),
    .pwm_out(pwm_linear_out)
);
always_ff @(posedge clk) begin
    if (rst) begin
        duty_reg <= 0;
        counter <= 0;
    end
    else begin
        if (counter < grad_thresh) begin
            counter <= counter + 1;
            gradient_pulse <= 0;
        end
        else begin
            counter <= 0;
            gradient_pulse <= 1;
        end
        if (gradient_pulse == 1) begin
            duty_reg <= duty_reg + 1;
        end
        if (duty_reg == (2**resolution)) begin
            duty_reg <= 0;
        end
    end
end
assign duty = duty_reg;
endmodule
`timescale 1ns / 1ps
module pwm_enhanced
#(
    parameter int R = 8
)
(
    input clk,
    input rst,
    input [31:0] dvsr,
    input [R:0] duty,
    output pwm_out
    );
logic [31:0] q_reg;
logic [31:0] q_next;
logic tick;
logic [R-1:0] d_reg;
logic [R-1:0] d_next;
logic [R:0] d_ext;
logic pwm_reg;
logic pwm_next;
always_ff @(posedge clk, posedge rst) begin
  if (rst) begin
     q_reg <= '0;
     d_reg <= '0;
     pwm_reg <= '0;
  end else begin
     q_reg <= q_next;
     d_reg <= d_next;
     pwm_reg <= pwm_next;
  end
end
assign q_next = (q_reg == dvsr) ? 0 : q_reg + 1;
assign tick = (q_reg == 0) ? 1'b1 : 1'b0;
assign d_next = (tick == 1'b1) ? d_reg + 1 : d_reg;
assign d_ext = {1'b0, d_reg};
assign pwm_next = (d_ext < duty) ? 1'b1 : 1'b0;
assign pwm_out = pwm_reg;
endmodule
==> flow/run.sh <==
#!/bin/bash
# OpenROAD 26Q1-2900-gdf79404cd8, Yosys 0.63+post, stock flow scripts
make -C /OpenROAD-flow-scripts/flow DESIGN_CONFIG=/design/flow/config.mk WORK_HOME=/design/flow/orfs finish
==> flow/config.mk <==
export PLATFORM = sky130hd
export DESIGN_NAME = linear_pwm
export DESIGN_NICKNAME = linear_pwm
export VERILOG_FILES = /design/flow/design.v
export SDC_FILE = /design/flow/constraint.sdc
export NUM_CORES = 4
export LEC_CHECK = 1
export CORE_UTILIZATION = 50
==> flow/constraint.sdc <==
current_design linear_pwm

set clk_period 6.9
set clk_io_pct 0.2

create_clock -name clk0 -period $clk_period [get_ports {clk}]

set non_clock_inputs [all_inputs -no_clocks]
set_input_delay [expr $clk_period * $clk_io_pct] -clock clk0 $non_clock_inputs
set_output_delay [expr $clk_period * $clk_io_pct] -clock clk0 [all_outputs]
==> out/qor.tcl <==
set qor(busiest_layer) {met1}
set qor(firstDrtPassIters) 4
set qor(powerDensity_nw_per_um2) 195
set qor(edf_count) 1
set qor(drc) 0
set qor(drtIter0Drc) 73
set qor(report.final.slew_viol_count) 0
set qor(cp.arrival_ns) 2.96
set qor(area.combinational_um2) 1770
set qor(synth_adder_area_share_pct) 4.94
set qor(finalWorstSetupSlack_ns) 4.20
set qor(clk_transition_reported_paths_ns) 0.07
set qor(endpoint_required_time_on_the_critical_path_ns) 7.15
set qor(critPathMaxFanout) 22
set qor(crit_type) {in2reg}
set qor(status) {finished clean}
set qor(register_area_um2) 1700
set qor(antenna_violating_nets_post_route) 0
set qor(die_y_um) 86.2
set qor(wirelength_mm) 5.81
set qor(min_period_over_period_pct) 39.1
set qor(synth.yosys.seq_area_share_pct) 47.8
set qor(finalWorstPathRequiredPeriod_ns) 2.70
set qor(synth.cellmix.xorXnorShare_pct) 15.6
set qor(fin_tns_setup_ns) 0
set qor(clkLatencyLatePin_ns) 0.34
set qor(sequentialPowerShare_pct) 58.5
set qor(tritoncts) {done}
set qor(numCtsBuffers) 9
set qor(grt.overflow.total) 0
set qor(first_global_vias) 2246
set qor(synth.distinct_cells) 43
set qor(boundaryPins) 3
set qor(met3_capacity_usage_during_global_routing_pct) 4.06
set qor(topCombFamilyByArea) {simple AND/OR/NAND/NOR gates}
set qor(final_util_pct) 56.4
set qor(netlist_area_pre_place_um2) 3550
set qor(cts_resized) 0
set qor(yosys_warnings) 2
set qor(power_leakage_nw) 1.59
set qor(top_cells_by_area) {sky130_fd_sc_hd__dfrtp_1 29%, sky130_fd_sc_hd__dfxtp_1 18%, sky130_fd_sc_hd__xnor2_1 9.1%, sky130_fd_sc_hd__xor2_1 6.4%, sky130_fd_sc_hd__nor2_1 5.2%}
set qor(routed_via_density) 5.06
set qor(vdd.ir_drop.worst_v) 0.000105
set qor(htreeDepth) 3
set qor(timing.clock.skew_ns) 0.00742
set qor(yosys_area_um2) 3550
set qor(share_comb_of_total_power_pct) 2.4
set qor(ys_dominant_reg_cell) {sky130_fd_sc_hd__dfrtp_1}
set qor(most_instantiated_cells_after_synthesis) {49 x sky130_fd_sc_hd__nor2_1, 41 x sky130_fd_sc_hd__dfrtp_1, 37 x sky130_fd_sc_hd__xnor2_1}
set qor(max_freq_ghz) 0.370
set qor(initial_antenna_violation_count) 0
set qor(grt_max_degree) 43
set qor(worst_hold_slack_after_final_layout_ns) 0.464
set qor(clock_tree.root_cell) {sky130_fd_sc_hd__clkbuf_8}
set qor(clock-sinks) 74
set qor(synth_stat.cells) 360
set qor(rows) 30
set qor(core_area_um2) 6830
set qor(grt_use_met2_pct) 26.2
set qor(postLayoutCellArea_um2) 3850
set qor(warning_count) 28
set qor(post_synth_mux_area_share_pct) 0.599
set qor(synth_area_per_cell_um2) 9.86
set qor(finalSetupViolCount) 0
set qor(synth_top_cell_by_count) {sky130_fd_sc_hd__nor2_1}
set qor(detailedPlacementHpwl_mm) 3.99
set qor(hold_buffers) 0
set qor(netlist_instances) 360
set qor(critical_path_launch_point_type) {input pin}
set qor(floorplan.core_util_pct) 51.9
set qor(area_growth_pct) 8.53
set qor(port-buffer-count) 2
set qor(slew_headroom_pct) 49.5
set qor(hold_path_class) {reg2reg}
set qor(cap_viol_max_count) 0
set qor(routed-via-count) 2377
set qor(rsz0062_at_grt) {false}
set qor(deepest_clock_path_buffer_count) 2
set qor(intPower_mw) 0.590
set qor(synthSimpleGateAreaFrac_pct) 25.5
set qor(end_kind) {flip-flop}
set qor(placed_area_um2) 3680
set qor(globalRouteMet1Util_pct) 29.8
set qor(postSynth.asyncResetShare_pct) 55.4
set qor(drive_gt1_share_pct) 6.68
set qor(routed_wire_length_per_instance_um) 12.4
set qor(postCtsSetupRepairBufs) 0
set qor(global_route_wire_length_before_repair_mm) 10.5
set qor(floorplan.die.width_um) 86.2
set qor(timing_worst_slew_pin_value_ns) 0.757
set qor(gr-usage-all-layers_pct) 18.0
set qor(post_synth_ao_oa_area_fraction_pct) 3.21
set qor(detail_route.antenna_diodes) 0
set qor(total_switching_power_mw) 0.161
set qor(switching_share_pct) 21.4
set qor(largest_reg_flops) 32
set qor(final-hold-violation-count) 0
set qor(synth_top_cell_by_area) {sky130_fd_sc_hd__dfrtp_1}
set qor(synth.ff_latch_count) 74
set qor(yosysTopAreaCellShare_pct) 28.9
set qor(n_fill_cell) 610
set qor(place_congestion) 0.828
set qor(clockPowerShare_pct) 39.2
set qor(dpl_worst_slack_ns) 3.84
set qor(chip_area_um2) 7440
-- worst max-delay path, stage by stage --
cell and delay, ns:
sky130_fd_sc_hd__clkdlybuf4s50_1 0.44, sky130_fd_sc_hd__or4_1 0.89, sky130_fd_sc_hd__a21oi_1 0.24
-- metal layers --
layer  wire length (µm)  vias up
met5                  0        -
met4                 62        0
met3                179        6
met2               2420       21
met1               3150     1092
li1                   -     1258
-- power by group through the flow --
| stage | logic [mW] | registers, mW | clock network [mW] |
|---|---|---|---|
| finish | 0.0177 | 0.439 | 0.294 |
| global route | 0.0208 | 0.439 | 0.327 |
| CTS | 0.0185 | 0.439 | 0.307 |
-- through the flow --
stage	instances	total power, mW
after floorplan	360	0.459
after global placement	454	0.466
after detailed placement	454	0.466
after CTS	470	0.764
after global routing	470	0.787
final	470	0.751
-- worst paths after layout --
| check | start | end | slack (ns) | depth (start not counted) |
|---|---|---|---|---|
| max in group asynchronous | rst | pwm_enhanced_i.q_reg[24] | 5.00 | 3 |
| min reg2reg | counter[0] | counter[0] | 0.46 | 1 |
| max reg2reg | counter[17] | counter[13] | 4.61 | 5 |
| min | counter[0] | counter[0] | 0.46 | 1 |
| min in group asynchronous | rst | pwm_enhanced_i.d_reg[0] | 1.55 | 3 |
| max | rst | counter[18] | 4.20 | 3 |
-- layout by cell type, fill, tap and decap left out, types with 2 or more instances in the layout --
cell type,netlist,final
sky130_fd_sc_hd__nand3_1,22,22
sky130_fd_sc_hd__dfrtp_1,41,41
sky130_fd_sc_hd__nor2b_1,4,4
sky130_fd_sc_hd__o211ai_1,2,2
sky130_fd_sc_hd__clkdlybuf4s50_1,0,2
sky130_fd_sc_hd__inv_1,17,17
sky130_fd_sc_hd__ha_1,14,14
sky130_fd_sc_hd__nand4_1,18,18
sky130_fd_sc_hd__or2_2,2,2
sky130_fd_sc_hd__and3_1,8,8
sky130_fd_sc_hd__a21oi_1,5,5
sky130_fd_sc_hd__xnor2_1,37,37
sky130_fd_sc_hd__and4_1,5,5
sky130_fd_sc_hd__nor2_1,49,49
sky130_fd_sc_hd__and2_1,2,2
sky130_fd_sc_hd__or3_1,3,3
sky130_fd_sc_hd__o21ai_0,4,4
sky130_fd_sc_hd__nor4_1,10,10
sky130_fd_sc_hd__clkbuf_1,5,2
sky130_fd_sc_hd__clkbuf_8,0,11
sky130_fd_sc_hd__nand2_1,27,27
sky130_fd_sc_hd__xor2_1,26,26
sky130_fd_sc_hd__nor4_2,2,2
sky130_fd_sc_hd__clkinv_2,0,3
sky130_fd_sc_hd__nor3_1,5,5
sky130_fd_sc_hd__dfxtp_1,32,32
-- final cells by class --
type                    instances  area share (%)
well taps                      96            3.12
clock inverters                 3           0.390
clock buffers                  13            4.13
flip-flops and latches         74            44.1
repair buffers                  3           0.715
multi-input cells             264            45.9
inverters                      17            1.66
-- cell families after synthesis --
| family | Yosys count |
|---|---|
| other cells | 1 |
| mux | 2 |
| simple gates | 167 |
| flops | 74 |
| compound gates | 17 |
| fa+ha+maj | 14 |
| buf+inv | 22 |
| xor+xnor | 63 |
Power and IR drop assume default switching activity.
